==> ./design.v <==
module bit_block_counter (data, data_enb, clk, rst_n, block_cnt, valid);
  parameter FF_DLY = 1;
  parameter LEN_DATA = 32;
  parameter LEN_CNT = 4;
  parameter INTL = 0;
  input [LEN_DATA-1:0] data;
  input data_enb;
  input clk;
  input rst_n;
  output [LEN_CNT-1:0] block_cnt;
  output valid;
  wire [LEN_DATA-1:0] data;
  wire data_enb;
  wire clk;
  wire rst_n;
  reg [LEN_CNT-1:0] block_cnt;
  reg valid;
  reg [LEN_DATA:0] data_in;
  wire [LEN_CNT-1:0] cnt0;
  wire [LEN_CNT-1:0] cnt1;
  wire [LEN_CNT-1:0] cnt2;
  wire [LEN_CNT-1:0] cnt3;
  reg [LEN_DATA:0] cnt_0;
  reg [LEN_CNT-1:0] block_cnt0;
  reg [LEN_CNT-1:0] block_cnt1;
  reg [LEN_CNT-1:0] block_cnt2;
  reg [LEN_CNT-1:0] block_cnt3;
  wire [LEN_CNT-1:0] block_cnt01;
  wire [LEN_CNT-1:0] block_cnt23;
  reg [LEN_CNT-1:0] block_cnt_01;
  reg [LEN_CNT-1:0] block_cnt_23;
  wire [LEN_CNT-1:0] block_cnt_0;
  reg valid_0;
  reg valid_1;
  reg valid_2;
  always @ (posedge clk or negedge rst_n) begin 
    if (rst_n == 0) begin 
      data_in <= #FF_DLY INTL;
    end 
    else begin 
      data_in <= #FF_DLY data;
    end
  end
  always @ (posedge clk or negedge rst_n) begin 
    if (rst_n == 0) begin
      valid_0 <= #FF_DLY INTL;
    end
    else begin 
      valid_0 <= #FF_DLY data_enb;
    end
  end
  genvar i;
  generate
    for (i=0;i<8;i=i+1) begin : counter0
      always @ (data_in or i) begin
        cnt_0[i] = ((data_in[i] == 0) && (i > 1)) ? (data_in[i-1]*data_in[i-2]) : INTL;
      end
    end
  endgenerate
  assign cnt0 = cnt_0[0] + cnt_0[1] + cnt_0[2] + cnt_0[3] + cnt_0[4] + cnt_0[5] + cnt_0[6] + cnt_0[7];
  assign cnt1 = cnt_0[8] + cnt_0[9] + cnt_0[10] + cnt_0[11] + cnt_0[12] + cnt_0[13] + cnt_0[14] + cnt_0[15];
  assign cnt2 = cnt_0[16] + cnt_0[17] + cnt_0[18] + cnt_0[19] + cnt_0[20] + cnt_0[21] + cnt_0[22] + cnt_0[23];
  assign cnt3 = cnt_0[24] + cnt_0[25] + cnt_0[26] + cnt_0[27] + cnt_0[28] + cnt_0[29] + cnt_0[30] + cnt_0[31] + cnt_0[32];
  always @ (posedge clk or negedge rst_n) begin 
    if (rst_n == 0) begin 
	  block_cnt0 <= #FF_DLY INTL;
	end
	else begin
	  block_cnt0 <= #FF_DLY cnt0;
	end
  end
  always @ (posedge clk or negedge rst_n) begin 
    if (rst_n == 0) begin 
	  block_cnt1 <= #FF_DLY INTL;
	end
	else begin
	  block_cnt1 <= #FF_DLY cnt1;
	end
  end
  always @ (posedge clk or negedge rst_n) begin 
    if (rst_n == 0) begin 
	  block_cnt2 <= #FF_DLY INTL;
	end
	else begin
	  block_cnt2 <= #FF_DLY cnt2;
	end
  end
  always @ (posedge clk or negedge rst_n) begin 
    if (rst_n == 0) begin 
	  block_cnt3 <= #FF_DLY INTL;
	end
	else begin
	  block_cnt3 <= #FF_DLY cnt3;
	end
  end
  always @ (posedge clk or negedge rst_n) begin 
    if (rst_n == 0) begin
      valid_1 <= #FF_DLY INTL;
    end
    else begin 
      valid_1 <= #FF_DLY valid_0;
    end
  end
  assign block_cnt01 = block_cnt0 + block_cnt1;
  assign block_cnt23 = block_cnt2 + block_cnt3;
  always @ (posedge clk or negedge rst_n) begin 
    if (rst_n == 0) begin
      valid_2 <= #FF_DLY INTL;
    end
    else begin 
      valid_2 <= #FF_DLY valid_1;
    end
  end
  always @ (posedge clk or negedge rst_n) begin 
    if (rst_n == 0) begin 
	  block_cnt_01 <= #FF_DLY INTL;
	end
	else begin
	  block_cnt_01 <= #FF_DLY block_cnt01;
	end
  end
  always @ (posedge clk or negedge rst_n) begin 
    if (rst_n == 0) begin 
	  block_cnt_23 <= #FF_DLY INTL;
	end
	else begin
	  block_cnt_23 <= #FF_DLY block_cnt23;
	end
  end
  assign block_cnt_0 = block_cnt_01 + block_cnt_23;
  always @ (posedge clk or negedge rst_n) begin 
    if (rst_n == 0) begin
      valid <= #FF_DLY INTL;
    end
    else begin 
      valid <= #FF_DLY valid_2;
    end
  end
  always @ (posedge clk or negedge rst_n) begin 
    if (rst_n == 0) begin 
	  block_cnt <= #FF_DLY INTL;
	end
	else begin
      if (valid_2 == 1) begin 
	    block_cnt <= #FF_DLY block_cnt_0;
      end
	end
  end
endmodule
==> ./run.sh <==
#!/bin/bash
# OpenROAD 26Q1-2900-gdf79404cd8, Yosys 0.63+post, stock flow scripts
make -C /OpenROAD-flow-scripts/flow DESIGN_CONFIG=/design/flow/config.mk WORK_HOME=/design/flow/orfs finish
==> ./config.mk <==
export PLATFORM = sky130hd
export DESIGN_NAME = bit_block_counter
export DESIGN_NICKNAME = bit_block_counter
export VERILOG_FILES = /design/flow/design.v
export SDC_FILE = /design/flow/constraint.sdc
export NUM_CORES = 4
export LEC_CHECK = 1
export CORE_AREA = 10 10 81 81
export DIE_AREA = 0 0 91 91
==> ./constraint.sdc <==
current_design bit_block_counter

set clk_period 2.7
set clk_io_pct 0.2

create_clock -name clk0 -period $clk_period [get_ports {clk}]

set non_clock_inputs [all_inputs -no_clocks]
set_input_delay [expr $clk_period * $clk_io_pct] -clock clk0 $non_clock_inputs
set_output_delay [expr $clk_period * $clk_io_pct] -clock clk0 [all_outputs]
==> qor.rpt <==
========================================================================================================
Startpoint types ..........................................................................     register
Htree depth ...............................................................................            1
Flop-to-flop setup slack ..................................................................      0.38 ns
Number of diodes added for antenna fixing .................................................            0
Minimum clock period ......................................................................      2.32 ns
Initial antenna violation count ...........................................................            0
MI comb area ..............................................................................    163 sq um
Final core utilization ....................................................................        0.201
Total wire length after detailed routing ..................................................  882 microns
Combined global-route utilization of all metal layers .....................................       0.0241
Max-Cap Viols .............................................................................            0
Routing usage on met3 .....................................................................       0.0207
Setup clock skew after layout .............................................................   0.00372 ns
# Post-CTS Setup Buffers ..................................................................            0
Number of warnings the tools reported .....................................................           49
RSZ-0062 raised after global routing ......................................................        false
Post-route clock period utilization .......................................................        0.858
Routability congestion estimate from global placement .....................................        0.699
Count of clock tree sinks .................................................................           21
Via Count .................................................................................          319
Area added between synthesis and finish ...................................................        38.8%
Commonest non-fill, non-tap cell in the layout ............................................      dfrtp_1
Post-synth seq share ......................................................................        0.755
Number of synthesized register bits .......................................................           21
Buffer levels on the longest clock path ...................................................            2
CP delay by family, top ...................................................................  adder cells
Sum of buffers and inverters on the critical path .........................................            0
Most used routing layer ...................................................................         met1
Hold Buf Count CTS ........................................................................            0
Aggregate negative setup slack ............................................................         0 ns
PD cells ..................................................................................  616 mW/mm^2
Run status ................................................................................ complete, no violations
Die outline width .........................................................................   91 microns
Insertion delay to the later sink of the worst-skew pair ..................................      0.25 ns
Port Buf Inserts ..........................................................................           14
Post-CTS clock slew at the launch and capture registers of the worst setup and hold paths .      0.07 ns
Fraction of layout cells with a size suffix above 1 .......................................       0.0926
First-pass GRT wire length ................................................................      1.64 mm
Final-report max-slew violation count .....................................................            0
Number of global-route vias before repair .................................................          375
CP Capture Type ...........................................................................     register
Leakage power .............................................................................     0.446 nW
CP cell instances ......................................................................... and3b_1, fa_1, fa_1, ha_1, fa_1
GR Layer Usage met1 .......................................................................       0.0307
Remaining Overflow, GRT ...................................................................            0
Worst VDD drop ............................................................................     0.375 mV
Site Rows .................................................................................           25
Gate Count Post-Synth .....................................................................           36
Ports placed on the boundary ..............................................................           40
TritonCTS buffer count ....................................................................            3
Mean area per synthesized cell ............................................................   19.3 sq um
GR met2 Demand/Resource ...................................................................       0.0304
Sequential cell area ......................................................................    526 sq um
Crit-path max cell delay ..................................................................      0.49 ns
Critical Path Most Common Cell ............................................................         fa_1
Cell count listed in synth_stat.txt .......................................................           36
Maximum achievable frequency ..............................................................    0.432 GHz
Y dimension of the die ....................................................................   91 microns
Final hold violations .....................................................................            0
Highest-count cells in the layout ignoring fill and taps .................................. dfrtp_1, clkdlybuf4s50_1, and3b_1
Count of synthesis-stage warnings from yosys ..............................................           29
Per-cell routed wire length ............................................................... 7.29 microns
Placeable core region ..................................................................... 0.00482 sq mm
Pin count of the biggest net entering global routing ......................................           22
Crit Path Max Fanout ......................................................................            3
Root buf cell .............................................................................     clkbuf_8
Count of different cell masters after synthesis ...........................................            7
Crit path DAT .............................................................................      2.45 ns
Hold Crit Class ........................................................................... register to register
Setup violation total in the final timing report ..........................................            0
TritonCTS clock tree ......................................................................         done
WS Path Type .............................................................................. register to register
Slowest stage cell, crit path .............................................................         fa_1
Number of inserted filler cells in the final layout .......................................          521
Fp_density ................................................................................        0.144
Post-synthesis instance area ..............................................................    696 sq um
Post-CTS resize count .....................................................................            0
Chip area from the yosys synthesis statistics .............................................    696 sq um
Detailed-routing iteration count for the pre-antenna-repair pass ..........................            2
Post-route DRC ............................................................................            0
Residual antenna-violating net count after detailed routing ...............................            0
Number of DRC markers in iteration 0 ......................................................           18
Vias per cell .............................................................................         2.64
Full die area ............................................................................. 0.00828 sq mm
Endpoint required time on the critical path ...............................................      2.83 ns
========================================================================================================
## logic make-up after synthesis
kind of cell,synth area share
adders and majority gates,0.104
buffers and inverters,0.0108
DFF,0.755
muxes,0.0486
other,0.00539
and+or+nand+nor,0.0755
## synthesized netlist by cell type
cell	instances	area share
conb_1	1	0.0054
mux2_1	3	0.049
fa_1	3	0.086
dfrtp_1	21	0.76
ha_1	1	0.018
and3b_1	6	0.076
buf_4	1	0.011
## area by class of cell
cell class | count | share of cell area
Clock buffer | 3 | 0.0427
Clock inverter | 1 | 0.00518
Multi-Input combinational cell | 14 | 0.168
Sequential cell | 21 | 0.544
Tap cell | 67 | 0.0868
Timing Repair Buffer | 15 | 0.153
## final timing paths
path	from	to	cells past startpoint
max	data_in[3]$_DFF_PN0_	block_cnt0[1]$_DFF_PN0_	5
min	block_cnt0[0]$_DFF_PN0_	block_cnt_01[0]$_DFF_PN0_	0
max reg2reg	data_in[3]$_DFF_PN0_	block_cnt0[1]$_DFF_PN0_	5
min reg2reg	block_cnt0[0]$_DFF_PN0_	block_cnt_01[0]$_DFF_PN0_	0
max in group asynchronous	rst_n	data_in[4]$_DFF_PN0_	2
min in group asynchronous	rst_n	block_cnt[1]$_DFFE_PN0P_	2
## flip-flops by register name, indices dropped and copies added (netlist names)
register / flops
valid: 1
block_cnt: 3
block_cnt_01: 3
valid_2: 1
valid_0: 1
data_in: 8
block_cnt0: 3
valid_1: 1
## power by group
group	switching, mW	total (mW)	internal, mW
Sequential	0.00849	0.349	0.340
Combinational	0.0157	0.0512	0.0355
Clock	0.0924	0.195	0.102
## stage by stage
step                power (mW)  area (sq um)  hold slack [ns]  setup slack [ns]  instances
CTS                      0.605           966            0.351             0.368        121
global placement         0.406           920            0.334             0.399        117
floorplan                0.368           696            0.244             0.441         36
global route             0.629           966            0.341             0.290        121
detailed placement       0.408           920            0.335             0.383        117
finish                   0.595           966            0.347             0.383        121
## routing by layer
metal | vias to the layer above | wire, microns
met5 | - | 0
li1 | 150 | -
met4 | 0 | 9
met2 | 17 | 295
met1 | 150 | 451
met3 | 2 | 125
Power and IR drop assume default switching activity.
