==> flow/design.v <==
module lfu_finder (clk, rst_n, new_buf_req, ref_buf_numbr, buf_num_replc);
parameter BUF_0 = 2'd0;
parameter BUF_1 = 2'd1;
parameter BUF_2 = 2'd2;
parameter BUF_3 = 2'd3;
parameter FF_DLY = 1;
parameter LEN = 2;
parameter LEN_F = 8;
input clk;
input rst_n;
input new_buf_req;
input [LEN-1:0] ref_buf_numbr;
output [LEN-1:0] buf_num_replc;
wire clk, rst_n;
wire new_buf_req;
wire [LEN-1:0] ref_buf_numbr;
wire [LEN-1:0] buf_num_replc;
wire [LEN-1:0] access_time_0;
wire [LEN-1:0] access_time_1;
wire [LEN-1:0] access_time_2;
wire [LEN-1:0] access_time_3;
reg [LEN-1:0] min;
reg [LEN-1:0] n_buf_num_replc;
reg [LEN-1:0] temp_buf_num_replc;
wire [LEN_F-1:0] flag;
assign buf_num_replc = temp_buf_num_replc;
assign flag = {{access_time_3}, {access_time_2}, {access_time_1}, {access_time_0}};
defparam counter_01.BIT = 1;
defparam counter_01.BUF = BUF_0;
counter counter_01(.rst_n(rst_n),.clk(clk),.req(new_buf_req),.ref(ref_buf_numbr),.flag(flag),.buff(n_buf_num_replc),.access_time(access_time_0));
defparam counter_02.BIT = 3;
defparam counter_02.BUF = BUF_1;
counter counter_02(.rst_n(rst_n),.clk(clk),.req(new_buf_req),.ref(ref_buf_numbr),.flag(flag),.buff(n_buf_num_replc),.access_time(access_time_1));
defparam counter_03.BIT = 5;
defparam counter_03.BUF = BUF_2;
counter counter_03(.rst_n(rst_n),.clk(clk),.req(new_buf_req),.ref(ref_buf_numbr),.flag(flag),.buff(n_buf_num_replc),.access_time(access_time_2));
defparam counter_04.BIT = 7;
defparam counter_04.BUF = BUF_3;
counter counter_04(.rst_n(rst_n),.clk(clk),.req(new_buf_req),.ref(ref_buf_numbr),.flag(flag),.buff(n_buf_num_replc),.access_time(access_time_3));
always @ (posedge clk or negedge rst_n) begin 
  if (rst_n == 1'b0) begin
      temp_buf_num_replc <= #FF_DLY BUF_0;
  end
  else begin
      if (new_buf_req) begin
          temp_buf_num_replc <= #FF_DLY n_buf_num_replc;
      end
  end
end
always @ (access_time_0 or access_time_1 or access_time_2 or access_time_3) begin
  min[0] = (access_time_0 > access_time_1) ? 1'b1 : 1'b0;
  min[1] = (access_time_2 > access_time_3) ? 1'b1 : 1'b0;
  case (min) 
      2'b00: begin 
        n_buf_num_replc = (access_time_0 > access_time_2) ? BUF_2 : BUF_0;
      end
      2'b01: begin 
        n_buf_num_replc = (access_time_1 > access_time_2) ? BUF_2 : BUF_1;
      end
      2'b10: begin 
        n_buf_num_replc = (access_time_0 > access_time_3) ? BUF_3 : BUF_0;
      end
      2'b11: begin 
        n_buf_num_replc = (access_time_1 > access_time_3) ? BUF_3 : BUF_1;
      end
  endcase
end
endmodule
module counter (rst_n, clk, ref, req, flag, buff, access_time);
  parameter BUF = 2'b00; 
  parameter FF_DLY = 1;
  parameter LEN = 2;
  parameter LEN_F = 8;
  parameter BIT = 0;
  input rst_n;  
  input clk;
  input req;
  input [LEN-1:0] ref;
  input [LEN-1:0] buff;
  input [LEN_F-1:0]flag;
  output [LEN-1:0] access_time;
  wire rst_n, clk;  
  wire req;
  wire [LEN-1:0] ref, temp;
  wire [LEN-1:0] access_time;
  wire [LEN_F-1:0] flag;
  reg [LEN-1:0] n_access_time; 
  reg [LEN-1:0] t;
  assign access_time = t;
  always @ (req or ref or flag or buff) begin
    if (req) begin 
      n_access_time = (buff == BUF) ? 2'b01 : flag[BIT:BIT-1]; 
    end
    else begin 
      case (flag[BIT:BIT-1])
          2'b01 : begin 
            n_access_time = (ref == BUF) ? 2'b10 : flag[BIT:BIT-1];
          end
          2'b10 : begin 
            n_access_time = (ref == BUF) ? 2'b11 : flag[BIT:BIT-1];
          end
          2'b11 : begin 
            if (flag == 8'hFF) begin 
              n_access_time = (ref == BUF) ? 2'b10 : 2'b01;
            end
            else begin 
              n_access_time = flag[BIT:BIT-1];
            end
          end
          default : begin
            n_access_time = 2'b00;
          end
      endcase
    end
  end
  always @ (posedge clk or negedge rst_n) begin
    if (rst_n == 1'b0) begin
      t <= #FF_DLY 2'b01;
    end
    else begin
      t <= #FF_DLY n_access_time;
    end
  end
endmodule
==> flow/run.sh <==
#!/bin/bash
# OpenROAD 26Q1-2900-gdf79404cd8, Yosys 0.63+post, stock flow scripts
make -C /OpenROAD-flow-scripts/flow DESIGN_CONFIG=/design/flow/config.mk WORK_HOME=/design/flow/orfs finish
==> flow/config.mk <==
export PLATFORM = sky130hd
export DESIGN_NAME = lfu_finder
export DESIGN_NICKNAME = lfu_finder
export VERILOG_FILES = /design/flow/design.v
export SDC_FILE = /design/flow/constraint.sdc
export NUM_CORES = 4
export LEC_CHECK = 1
export CORE_AREA = 10 10 98 98
export DIE_AREA = 0 0 108 108
==> flow/constraint.sdc <==
current_design lfu_finder

set clk_period 3.5
set clk_io_pct 0.2

create_clock -name clk0 -period $clk_period [get_ports {clk}]

set non_clock_inputs [all_inputs -no_clocks]
set_input_delay [expr $clk_period * $clk_io_pct] -clock clk0 $non_clock_inputs
set_output_delay [expr $clk_period * $clk_io_pct] -clock clk0 [all_outputs]
==> deck_impl_summary.md <==
Synthesis and Place & Route Summary

Setup path
  • Sum of buffers and inverters on the critical path: 1
  • Reg2reg path depth: 8
  • WP data required: 3620 ps
  • FF-to-FF Start: counter_02.t[1]$_DFFE_PN0P_
  • Crit end category: flip-flop
  • Crit-path slowest cell: dfrtp_1
  • Levels on crit path: 8
  • CP Launch Point: counter_02.t[1]$_DFFE_PN0P_
  • Arrival time worst endpoint: about 2400 ps
  • Critical path's top delay family: multiplexers
  • Setup CP Type: flip-flop to flip-flop
  • CP peak stage delay: roughly 420 ps
  • Critical path, cell by cell: inv_1, ha_1, nor2b_4, o21ai_4, mux2i_2, o22ai_2, nor3_2, mux2_4
  • Crit path max fanout: 6
  • Crit path launch type: flip-flop

Route
  • Total wire length: approximately 2.2 mm
  • 1st-iter DRT viols: 22
  • Antenna Diode Count: 0
  • Routed Antenna Nets: 0
  • Mean number of vias per cell: between 3 and 4
  • Post-route DRC: 0
  • DR WL/cell: about 10 um
  • Vias: ~780
  • Length of the first detailed-routing pass in iterations: 4

Clock tree
  • Clk buf depth: 2
  • Clock latency on the worst-skew pair: about 230 ps
  • Clk slew on worst S/H paths: 50 ps
  • CTS buffer count: 3
  • Post-CTS Setup Inserts: 0
  • Hold_buf cts: 0
  • H-tree levels: 1
  • CTS tree: done
  • Cts repair resizes: 0
  • Clk root buf: clkbuf_8
  • Clk sink count: 10

Hold path
  • Hold-critical path depth: 2
  • Hold path startpoint: temp_buf_num_replc[1]$_DFFE_PN0P_
  • Hold Crit Class: flip-flop to flip-flop

Yosys
  • Post-synth regs: 10
  • Top cells by area: dfrtp_1 16%, ha_1 16%, dfstp_2 12%, o21ai_0 7.1%, nand2_1 6.2%
  • Top cells by count: 15 x nand2_1, 13 x o21ai_0, 12 x ha_1, 9 x inv_1, 8 x nor2_1
  • Post-synth top area cell: dfrtp_1
  • Count leader, synth: nand2_1
  • # Cells Yosys: about 110
  • Synth async-reset ratio: about 100%
  • Max-area cell share: between 10% and 20%
  • YS warnings: 5
  • Synth Area per Inst: a little over 8 um2
  • Synth Instances: about 110
  • Count of flip-flops with a built-in enable after synthesis: 0
  • Main flop type: dfrtp_1
  • Post-synth seq share: about 28%
  • Yosys stat chip area: between 900 and 1000 um2
  • Cell area after synthesis: 911 um2
  • Distinct cells, synth: 27

Cells and area
  • Area grow syn2layout: 25.8%
  • Finished Cell Area: 1150 um2
  • Share of cells above drive strength 1: roughly an eighth
  • Core Util, Final: between 10 and 15%

Power
  • Final Power: ~1.3 mW
  • Pleak: 0.480 nW
  • Maximum vdd drop: approximately 0.00019 V
  • Power density over the cells: approximately 1100 nW/um2

Die
  • Full die area: approximately 12000 um2
  • Die height: ~110 um
  • Core area: 7650 um2
  • FP Util: between 10% and 20%
  • Die Width: roughly 110 um
  • Std cell rows: 32
  • Io pins: 7

Timing
  • Clock Skew: 0.517 ps
  • Slew margin rel.: approximately three fifths
  • RSZ-0062 raised after global routing: false
  • Setup TNS: 0 ps
  • Final Critical Period: about 2200 ps
  • Final setup fails: 0
  • Worst-Margin Slew: 592 ps
  • F_max: 0.446 GHz
  • Period utilization: 64.1%
  • Post-route setup slack: roughly 1300 ps
  • Hold violation total from the final report: 0
  • Slew Viols, Final: 0

GRT
  • Vias in the first global route: between 700 and 800
  • Total global routing overflow: 0
  • Largest net degree at the start of global routing: 20
  • Initial antenna violation count: 0
  • First-pass GRT wire length: between 3 and 4 mm
  • Gr usage total: between 4 and 5%

Place
  • Placement Cell Area: around 1100 um2
  • PortBufs: 6
  • Worst slack, placed: 1070 ps
  • Post-DP HPWL: approximately 1.7 mm
  • GP Congestion: 0.848

Flow run
  • Maxcap violations: 0
  • OpenROAD warnings: 25

Run status
  • Outcome: finished, final reports clean
cells by family (layout without fill, tap and decap cells):
| group | Yosys count | after routing | share of synthesized area (%) |
|---|---|---|---|
| DFF | 10 | 10 | 28.0 |
| xor gates and xnor gates | 1 | 1 | 0.962 |
| and+or+nand+nor | 37 | 37 | 20.1 |
| buffers and inverters | 11 | 19 | 4.53 |
| adders and majority gates | 12 | 12 | 16.5 |
| muxes | 3 | 3 | 4.26 |
| AOI/OAI and AO/OA | 36 | 36 | 25.7 |
worst reg2reg max path, stage by stage, from the launching register on:
cell and delay [ps]:
dfrtp_1 420, inv_1 80, ha_1 290, nor2b_4 140, o21ai_4 210, mux2i_2 300, o22ai_2 120, nor3_2 250
mux2_4 320
layout by cell type, fill, tap and decap left out, drive strengths merged:
| master | count |
|---|---|
| o22ai | 5 |
| mux2 | 1 |
| nor2b | 8 |
| nor3 | 1 |
| clkbuf | 4 |
| nor2 | 8 |
| xor2 | 1 |
| a2bb2oi | 1 |
| a211oi | 1 |
| mux2i | 2 |
| o21ai | 16 |
| dfstp | 4 |
| o21a | 2 |
| clkdlybuf4s50 | 6 |
| nand2 | 15 |
| dfrtp | 6 |
| o22a | 3 |
| a21oi | 5 |
| a21boi | 3 |
| ha | 12 |
| nand3 | 4 |
| and4 | 1 |
| inv | 9 |
power by group:
part	leakage [nW]	total [mW]	internal (mW)	switching, mW
sequential	0.116	0.273	0.188	0.0841
combinational	0.335	0.837	0.387	0.450
clock	0.0288	0.143	0.0988	0.0440
total	0.480	1.25	0.674	0.578
per-stage QoR:
stage                     std cells  hold WS, ps
after floorplan                 110          404
after global placement          216          531
after detailed placement        216          496
after CTS                       220          528
after global routing            220          564
final                           220          527
metal layers:
| metal | part of all wire, % | vias up | wire length, um | track usage, % |
|---|---|---|---|---|
| li1 | - | 407 | - | - |
| met1 | 51 | 358 | 1150 | 5.55 |
| met2 | 41 | 16 | 908 | 5.86 |
| met3 | 7.7 | 2 | 173 | 1.93 |
| met4 | 0.27 | 0 | 6 | 0.382 |
| met5 | 0 | - | 0 | 0 |
sequential cells by signal, summed over array words and instances (netlist names):
signal / cells
counter_01.t: 2
counter_02.t: 2
counter_03.t: 2
counter_04.t: 2
temp_buf_num_replc: 2
final timing paths:
kind,endpoint,slack [ps]
max in group asynchronous,counter_04.t[0]$_DFFE_PN1P_,2370
max reg2reg,counter_04.t[1]$_DFFE_PN0P_,1260
min,temp_buf_num_replc[1]$_DFFE_PN0P_,530
max,counter_04.t[1]$_DFFE_PN0P_,1260
min reg2reg,temp_buf_num_replc[1]$_DFFE_PN0P_,530
min in group asynchronous,counter_01.t[1]$_DFFE_PN0P_,790
cell type report:
| type | instances | area, um2 |
|---|---|---|
| Inverter | 9 | 33.8 |
| Clock buffer | 4 | 55.1 |
| Multi-Input combinational cell | 89 | 614 |
| Timing Repair Buffer | 6 | 60.1 |
| Tap cell | 102 | 128 |
| Fill cell | 853 | 6500 |
| Sequential cell | 10 | 255 |
Power is estimated from default activity; no workload was simulated.
